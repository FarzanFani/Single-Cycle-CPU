<file path="./run.sh">
#!/bin/bash
# OpenROAD 26Q1-2900-gdf79404cd8, Yosys 0.63+post, stock flow scripts
make -C /OpenROAD-flow-scripts/flow DESIGN_CONFIG=/design/flow/config.mk WORK_HOME=/design/flow/orfs finish
</file>
<file path="./config.mk">
export PLATFORM = sky130hd
export DESIGN_NAME = Main
export DESIGN_NICKNAME = Main
export VERILOG_FILES = /design/flow/design.v
export SDC_FILE = /design/flow/constraint.sdc
export NUM_CORES = 4
export LEC_CHECK = 1
export CORE_UTILIZATION = 30
</file>
<file path="./constraint.sdc">
current_design Main

set clk_period 28.9
set clk_io_pct 0.2

create_clock -name clk0 -period $clk_period [get_ports {clk}]

set non_clock_inputs [all_inputs -no_clocks]
set_input_delay [expr $clk_period * $clk_io_pct] -clock clk0 $non_clock_inputs
set_output_delay [expr $clk_period * $clk_io_pct] -clock clk0 [all_outputs]
</file>
<file path="./design.v">
module ALU(in1, in2, operation, out, zero);
	input [31:0] in1;
	input [31:0] in2;
	input [3:0] operation;
	output [31:0] out;
	reg [31:0] temp_result;
	output reg zero;
	always @(*) begin
		zero <= 1'b0;
		case(operation) 
			4'b0000 : temp_result <= in1 & in2;  
			4'b0001 : temp_result <= in1 | in2;  
			4'b0010 : temp_result <= in1 + in2;  
			4'b0110 : temp_result <= in1 - in2;  
			4'b0111 : temp_result <= (in1 < in2) ? 32'b1 : 32'b0;  
			4'b1100 : temp_result <= -in1 & -in2;  
			default : temp_result <= 32'b0;
		endcase
		if(temp_result == 0) begin
			zero <= 1;
		end
	end
	assign out = temp_result;
endmodule
module ALUControl(func, aluop, aluControl);
	input [5:0] func;
	input [1:0] aluop;
	output reg [3:0] aluControl;
	always @(*) begin
		if(aluop == 0)begin
			aluControl = 4'b0010;
		end
		else if(aluop == 1) begin
			aluControl = 4'b0110;
		end
		else begin
		case(func)
			6'b100000: aluControl = 4'b0010;
			6'b100010: aluControl = 4'b0110;
			6'b100100: aluControl = 4'b0000;
			6'b100101: aluControl = 4'b0001;
			6'b101010: aluControl = 4'b0111;
		default: aluControl = 4'b0000;
		endcase
		end
	end
endmodule
module Add(digit1, digit2, result);
	input [31:0] digit1;
	input [31:0] digit2;
	output [31:0] result;
	assign result = digit1 + digit2;
endmodule
module Control(instruction31_26, regdst, jump, branch, memread, memtoreg, aluop, memwrite, alusrc, regwrite);
	input [5:0] instruction31_26;
	output reg regdst;
	output reg jump;
	output reg branch;
	output reg memread;
	output reg memtoreg;
	output reg memwrite;
	output reg alusrc;
	output reg regwrite;
	output reg [1:0] aluop;
	always @(*) begin
		case(instruction31_26)
		6'b100011: begin  
			regdst = 0;
			jump = 0;
			branch = 0;
			memread = 1;
			memtoreg = 1;
			memwrite = 0;
			alusrc = 1;
			regwrite = 1;
			aluop = 2'b00;
		end
		6'b101011: begin  
			regdst = 0;
			jump = 0;
			branch = 0;
			memread = 0;
			memtoreg = 0;
			memwrite = 1;
			alusrc = 1;
			regwrite = 0;
			aluop = 2'b00;
		end
		6'b000100: begin  
			regdst = 0;
			jump = 0;
			branch = 1;
			memread = 0;
			memtoreg = 0;
			memwrite = 0;
			alusrc = 0;
			regwrite = 0;
			aluop = 2'b01;
		end
		6'b000010: begin  
			regdst = 0;
			jump = 1;
			branch = 0;
			memread = 0;
			memtoreg = 0;
			memwrite = 0;
			alusrc = 0;
			regwrite = 0;
			aluop = 2'b00;
		end	
		6'b001000: begin  
			regdst = 0;
			jump = 0;
			branch = 0;
			memread = 0;
			memtoreg = 0;
			memwrite = 0;
			alusrc = 1;
			regwrite = 1;
			aluop = 2'b00;
		end
		6'b000000: begin  
			regdst = 1;
			jump = 0;
			branch = 0;
			memread = 0;
			memtoreg = 0;
			memwrite = 0;
			alusrc = 0;
			regwrite = 1;
			aluop = 2'b10;
		end
		endcase
	end
endmodule
module InstructionMemory(address, instruction, startin);
	input startin;
	input [31:0] address;
	output reg [31:0] instruction;
	reg [7:0] m[0:128];
	always @(*) begin
		if(startin == 1)begin
			instruction = 32'b0;
			{m[0],m[1],m[2],m[3]} = 32'b00100000000100000000000000000000;  
			{m[4],m[5],m[6],m[7]} = 32'b00100000000100010000000000000000;  
			{m[8],m[9],m[10],m[11]} = 32'b00100000000010000000000000101000;  
			{m[12],m[13],m[14],m[15]} = 32'b00010010000010000000000000000100;  
			{m[16],m[17],m[18],m[19]} = 32'b10001110000010010000000000000000;  
			{m[20],m[21],m[22],m[23]} = 32'b00000010001010011000100000100000;  
			{m[24],m[25],m[26],m[27]} = 32'b00100010000100000000000000000100;  
			{m[28],m[29],m[30],m[31]} = 32'b00001000000000000000000000000011;  
			{m[32],m[33],m[34],m[35]} = 32'b10101101000100010000000000000000;  
			{m[36],m[37],m[38],m[39]} <= 32'b10001101000100100000000000000000;
			{m[40],m[41],m[42],m[43]} <= 32'b00001000000000000000000000001010;
		end 
		else begin
			instruction = {m[address], m[address + 1], m[address + 2], m[address + 3]};
		end
	end
endmodule
module Main(startin, regNo, val, clk);
	input startin;
	input [4:0] regNo;
	input clk;
	output [31:0] val;
	wire alusrc;
	wire regdst, jump, branch, memread, memtoreg, memwrite, regwrite;
	wire [1:0] aluop;
	wire[31:0]addressOfBranch, pcIn, pcOut, insOut, writeData, ReadData1, ReadData2, signExOut, aluOut, ReadDataOut, shiftL2Out,
					addRes, finalAddRes, afterFinalAddOut;
	wire [3:0] aluControlOut;
	PC pc(pcOut,pcIn,clk,startin);
	InstructionMemory insMemory(pcOut,insOut,startin);
	Control control(insOut[31:26],regdst,jump,branch,memread,memtoreg,aluop,memwrite,alusrc,regwrite);
	wire[4:0]mux5Out;
	mux_5 mux5(insOut[20:16],insOut[15:11],regdst,mux5Out);
	registerFile registerFile(insOut[25:21],insOut[20:16],mux5Out,writeData,regwrite,ReadData1,ReadData2,startin,clk,val,regNo);
	ALUControl aluControl(insOut[5:0],aluop, aluControlOut);
	SignExtend signEx(insOut[15:0],signExOut);
	wire [31:0] mux32Out;
	mux_32 mux32(ReadData2,signExOut,alusrc,mux32Out);
	wire zero;
	ALU alu(ReadData1,mux32Out,aluControlOut,aluOut,zero);
	DataMemory dataMemory(aluOut,ReadData2,memwrite,memread,ReadDataOut,startin,clk);
	mux_32 muxMemToReg(aluOut,ReadDataOut,memtoreg,writeData);
	shiftleft2 shiftleft2(signExOut,shiftL2Out);
	and(resBranch,branch,zero);
	Add adder(pcOut,32'b00000000000000000000000000000100,addRes);
	wire [27:0] shiftLeft_26_28_Res;
	shift_26_28 shiftLeft_26_28(insOut[25:0],shiftLeft_26_28_Res);
	Add add(addRes,shiftL2Out,finalAddRes);
	mux_32 afterFinalAdd(addRes,finalAddRes,resBranch,afterFinalAddOut);
	assign addressOfBranch ={addRes[31:28],shiftLeft_26_28_Res};
	mux_32 TotalFinalMux(afterFinalAddOut,addressOfBranch,jump,pcIn);	
endmodule
module PC(out, in, clk, startin);
	input [31:0] in;
	output reg [31:0] out;
	input startin;
	input clk;
	always @(posedge clk) begin
		if(startin == 0)begin
			out <= in;
		end 
		else begin
			out <= 0;
		end
	end
endmodule
module SignExtend(in, result);
	input[15:0] in;
	output[31:0] result;
	assign result[31:0] = {{16{in[15]}}, in[15:0]};
endmodule
module DataMemory(address, writeData, memWrite, memRead, readData, startin, clk);
	input [31:0] address, writeData;
	input memWrite, memRead, startin, clk;
	output reg [31:0] readData;
	reg [7:0] memory[0:128];
	always @(*) begin
		if(startin == 1)begin
			{memory[0],memory[1],memory[2],memory[3]} <= 32'd5;
			{memory[4],memory[5],memory[6],memory[7]} <= 32'd5;
			{memory[8],memory[9],memory[10],memory[11]} <= 32'd5;
			{memory[12],memory[13],memory[14],memory[15]} <= 32'd5;
			{memory[16],memory[17],memory[18],memory[19]} <= 32'd5;
			{memory[20],memory[21],memory[22],memory[23]} <= 32'd5;
			{memory[24],memory[25],memory[26],memory[27]} <= 32'd5;
			{memory[28],memory[29],memory[30],memory[31]} <= 32'd5;
			{memory[32],memory[33],memory[34],memory[35]} <= 32'd5;
			{memory[36],memory[37],memory[38],memory[39]} <= 32'd5;
		end
		else begin
			if(memRead == 1)begin
				readData <= {memory[address],memory[address + 1],memory[address + 2],memory[address + 3]};
			end 
		end	
	end
	always @(posedge clk) begin
		if(memWrite == 1 && startin == 0)begin
                	{memory[address],memory[address + 1],memory[address + 2],memory[address + 3]} <= writeData;
		end	
	end
endmodule
module mux_32(input1, input2, op, out);
	input [31:0] input1;
	input [31:0] input2;
	input op;
	output [31:0] out;
	assign out = op ? input1 : input2;
endmodule
module mux_5(input1, input2, op, out);
	input [4:0] input1;
	input [4:0] input2;
	input op;
	output [4:0] out;
	assign out = op ? input1 : input2;
endmodule
module registerFile(read1, read2, writeReg, writeData, regWrite, data1, data2, startin, clk, val, regNo);
	input [4:0] read1, read2, writeReg, regNo;
	input startin, regWrite, clk;
	input [31:0] writeData;
	output [31:0] data1, data2, val;
	reg [31:0] registers [31:0];
	always @(*) begin
		if(startin ==1) begin
			registers[0] <= 32'b0;
		end
	end
	assign val = startin ? 32'b0 : registers[regNo];
	assign data1 = startin ? 32'b0 : registers[read1];
	assign data2 = startin ? 32'b0 : registers[read2];
	always @(posedge clk) begin
		if(regWrite == 1 && startin == 0 && writeReg != 5'b0) begin
			registers[writeReg] <= writeData;
		end
	end
endmodule
module shiftleft2(in, out);
	input [31:0] in;
	output [31:0] out;
	assign out = in << 2;
endmodule
module shift_26_28(in, out);
	input [25:0] in;
	output [27:0] out;
	assign out = {in[25:0],2'b0};
endmodule
</file>
==> results.txt <==
run metrics: Post-synth EDFFs=1704, CTS buffer count=196, GR Util All Layers=0.894, placer's final routability congestion estimate=1.38, post-CTS setup buffer count=0, cell count in the Yosys report=10834, Initial Utilization=0.303, Placement Cell Area=124000 sq um, synth warn=1395, die extent in x=599 um, asr flop ratio synth=0, height of the chip=599 um, remaining global-route overflow=5859, Avg Inst Size Synth=9.88 sq um, ys flops=1750, instance tally after logic synthesis=10834, io pins=39, CTS root buf=clkbuf_16, stop err=[ERROR GRT-0116] Global routing finished with congestion. Check the congestion regions in the DRC Viewer., pin count of the biggest net entering global routing=51, Site Rows=218, vias in the first global route=165493, first-pass GRT wire length=2050000 um, count of unclocked register or latch pins=40, Post-Place Cells=16487, area of the mapped netlist=107000 sq um, Yosys Chip Area=107000 sq um, Halt Stage=5_1_grt, CTS Hold Buffers Added=0, HPWL after DPL=1010000 um, distinct lib cells=104, dominant register cell=edfxtp_1, clock tree buffer depth=4, number of unconstrained endpoints=40, status=stopped before the end, post-CTS resize count=0, IO Port Bufs=38, level count of the clock H-tree=4
==> kinds of logic after synthesis <==
logic type      Yosys count  synth area share
mux                      55           0.00543
xor+xnor                 24           0.00196
latches                  40           0.00561
buf+inv                1380            0.0512
simple gates           2644             0.111
flops                  1710             0.479
other cells               1         0.0000350
compound gates         4895             0.336
fa+ha+maj                85            0.0101
==> per-stage QoR <==
step	setup slack (ns)	power (W)
2_1_floorplan	15.14	0.00344
3_3_place_gp	11.36	0.00407
3_5_place_dp	12.97	0.00410
4_1_cts	12.73	0.00667
==> metal layers <==
layer	global-route usage	overflow
met1	0.894	1002
met2	0.965	2424
met3	0.845	1097
met4	0.866	1244
met5	0.695	92
==> synth_stat cells (all sizes together), types with 147 or more instances <==
cell    instances  share of area
a21oi        1005          0.047
nand4         187          0.011
a22oi         760          0.053
nand2         436          0.015
a22o          346          0.028
nor3          207         0.0098
a211oi       1456           0.10
nand3         270          0.013
a221oi        397          0.033
nor2         1261          0.044
buf           307          0.014
edfxtp       1704           0.48
clkbuf        953          0.033
o21ai         147         0.0069
a222oi        231          0.022
Power and IR drop assume default switching activity.
